--- /design/flow/design.v ---
module sd_card_detect #(
  parameter DebouncePeriod = 5000000
) (
  input  logic clk_i,
  input  logic rst_ni,
  input  logic card_detect_pin_level_i,
  output logic card_state_stable_o,
  output logic card_inserted_o,
  output logic card_insertion_o,
  output logic card_removal_o
);
  localparam COUNTER_WIDTH = $clog2(DebouncePeriod);
  logic [COUNTER_WIDTH-1:0] counter_q, counter_d;
  logic card_detect_pin_level_q;
  logic card_state_stable_q, card_state_stable_d;
  logic card_inserted_q, card_inserted_d;
  assign card_state_stable_o = card_state_stable_q;
  assign card_inserted_o = card_inserted_q;
  always_comb begin
    counter_d = counter_q;
    card_state_stable_d = card_state_stable_q;
    card_inserted_d = card_inserted_q;
    card_insertion_o = 1'b0;
    card_removal_o = 1'b0;
    if (card_detect_pin_level_q != card_detect_pin_level_i) begin
      counter_d = DebouncePeriod - 1;
      card_state_stable_d = 1'b0;
      card_inserted_d = 1'b0;
      if (card_inserted_q) card_removal_o = 1'b1;
    end else if (!card_state_stable_q) begin
      counter_d = counter_q - 1;
      if (counter_q == 0) begin
        card_state_stable_d = 1'b1;
        card_inserted_d = card_detect_pin_level_i;
        if (card_detect_pin_level_i) card_insertion_o = 1'b1;
      end
    end
  end
  always_ff @(posedge clk_i or negedge rst_ni) begin
    if (!rst_ni) begin
      counter_q <= DebouncePeriod - 1;
      card_detect_pin_level_q <= 1'b0;
      card_state_stable_q <= 1'b0;
      card_inserted_q <= 1'b0;
    end
    else begin
      counter_q <= counter_d;
      card_detect_pin_level_q <= card_detect_pin_level_i;
      card_state_stable_q <= card_state_stable_d;
      card_inserted_q <= card_inserted_d;
    end
  end
endmodule
--- /design/flow/run.sh ---
#!/bin/bash
# OpenROAD 26Q1-2900-gdf79404cd8, Yosys 0.63+post, stock flow scripts
make -C /OpenROAD-flow-scripts/flow DESIGN_CONFIG=/design/flow/config.mk WORK_HOME=/design/flow/orfs finish
--- /design/flow/config.mk ---
export PLATFORM = sky130hd
export DESIGN_NAME = sd_card_detect
export DESIGN_NICKNAME = sd_card_detect
export VERILOG_FILES = /design/flow/design.v
export SDC_FILE = /design/flow/constraint.sdc
export NUM_CORES = 4
export LEC_CHECK = 1
export CORE_AREA = 10 10 95 95
export DIE_AREA = 0 0 105 105
--- /design/flow/constraint.sdc ---
current_design sd_card_detect

set clk_period 4.8
set clk_io_pct 0.2

create_clock -name clk0 -period $clk_period [get_ports {clk_i}]

set non_clock_inputs [all_inputs -no_clocks]
set_input_delay [expr $clk_period * $clk_io_pct] -clock clk0 $non_clock_inputs
set_output_delay [expr $clk_period * $clk_io_pct] -clock clk0 [all_outputs]
==> changes_impl.md <==
### Changed

- Outcome: complete, no violations
- Area of the synthesized netlist per yosys stat: 1400 µm²
- Biggest cell delay along the critical path: approximately 550 ps
- Buffer type at the clock tree root: clkbuf_8
- Worst slew slack as a fraction of its limit: 60.8%
- Maximum clock insertion buffer count: 2
- Switching component of the power: between 90 and 100 µW
- Synth Cell Area: between 1000 and 1500 µm²
- Clk latency late pin: 270 ps
- Tally of filler cells in the layout: 749
- Length in cells of the worst reg-to-reg path: 5
- Final critical path time including I/O delays and setup: roughly 3700 ps
- Overall die width: 105 µm
- Logic pwr share: 8.7%
- Post-synthesis cell count from yosys: about 140
- Utilization after layout: a little under a quarter
- Count of routing violations after the opening detailed-route iteration: 46
- TritonCTS clock tree: yes
- Cell Chain, Critical Path: clkdlybuf4s50_1, ha_1, nor3b_1, clkdlybuf4s50_1
- Pwr per Cell Area: around 250 nW/µm²
- Synth cell types: 37
- Endpoint type of the worst setup path: primary output
- Biggest fanout along the worst timing path: 19
- Launch instance of the worst register-to-register path: card_detect_pin_level_q
- Detailed-route DRC error count: 0
- Post-Route Skew: 5.57 ps
- Gpl congestion: 0.765
- Number of I/O port buffers: 6
- Final setup fails: 0
- Internal: 317 µW
- Cells after synthesis: 137
- Worst Tran Pin Value: 588 ps
- Combinational gate area: 701 µm²
- Effective utilization at floorplan: 20.3%
- Number of antenna violations at the first check in global routing: 0
- Worst-path clk slew: approximately 80 ps
- Register share of total power: a little under three fifths
- Sequential cell area: 667 µm²
- Count of tool warnings: 25
- Design area: 1630 µm²
- GR Overflow Total: 0
- Switching part of the total power: 22.4%
- Setup slack of the most critical reg-to-reg path: 2460 ps
- WL met3: around 160 µm
- CTS H-Tree Depth: 1
- Ratio of cells with drive above 1 in the final layout: about a fifth
- Slew Limit Fails: 0
- P&R area growth vs syn: 15.9%
- Crit-path leading delay family: buffers and inverters
- Total Routed Length: 2.66 mm
- IR Drop Worst-Case VDD: 0.112 mV
- Wire length of the first global-routing pass: 4.65 mm
- Unrepaired setup endpoints after global routing: false
- Final HPWL from detailed placement: roughly 1.8 mm
- Crit path arrival time: 2780 ps
- Hold violation total from the final report: 0
- Sequential element share of the synthesized area: 47.5%
- Number of global-route vias before repair: 928
- Combined global-route utilization of all metal layers: 4.84%
- DR WL met2: 1.14 mm
- Most numerous cell on the critical path: clkdlybuf4s50_1
- Maximum number of pins on one net before global-route repair: 27
- Post-cts resize count: 0
- TritonRoute pass-1 iters: 4
- Setup TNS after final layout: 0 ps
- Startpoint of the tightest hold check path: counter_q[19]
- Top layer reached by signal wires: met3
- Antenna Cells: 0
- Average wire per standard cell: 11.1 µm
- Pleak: 0.000572 µW
- Syn avg cell area: 10.2 µm²
- Required time of the critical path: 3840 ps
- Routed met1 length: 1.36 mm
- Vias after detailed routing: around 1000
- Hold buffer count at CTS: 0
- Slowest cell on crit path: ha_1
- Core region area: 6910 µm²
- Share of total power in the clock network: 34.4%
- Residual antenna-violating net count after detailed routing: 0
- Warning count from the yosys run: 1
- Register bit total from synthesis: 26
- Die Outline Area: 11000 µm²
- Post-route clock period utilization: approximately 78%
- Top-level I/O count: 7
- Startpoint class of the critical path: input port
- Destination of the worst hold path: counter_q[19]
- Area post-placement: 1570 µm²
- Crit Path Category: in2out
- Reg2reg end: counter_q[13]
- Num Clock Sinks: 26
- # rows: 30
- Via density per instance: 4.21
- Post-CTS Repair Setup Buffers: 0
- CTS Buf Count: 3
- Maximum achievable frequency: 267 MHz
- Tightest Hold Check Type: reg2reg
- Worst path bufs/invs: 2
- Hold depth: 2
- Die Ht: between 100 and 150 µm
- Max-Cap Viols: 0
-- state kept, by name, indices dropped and copies added, names as in the netlist --
name                     cells
card_inserted_q              1
counter_q                   23
card_state_stable_q          1
card_detect_pin_level_q      1
-- stage by stage --
step | setup slack (ps) | power (µW) | hold slack (ps) | instances
final | 1060 | 409 | 540 | 239
after global routing | 914 | 431 | 585 | 239
after global placement | 1110 | 272 | 519 | 235
after CTS | 1060 | 418 | 549 | 239
after detailed placement | 1090 | 273 | 522 | 235
after floorplan | 2250 | 257 | 471 | 137
-- power groups by stage --
stage	clock (µW)	sequential, µW	combinational, µW
finish	140	233	35.4
global route	157	234	40.9
CTS	149	233	36.4
-- cell usage after synthesis --
cell       n  area [µm²]
and2_1     1        6.26
and4b_1    1        10.0
ha_1       2        25.0
nand3_1    7        35.0
or3_2      1        7.51
xnor2_1    1        8.76
nand2b_1   3        18.8
dfstp_2   13         342
nand4_1    2        12.5
dfrtp_1   13         325
nor4b_1    1        8.76
a21oi_1    6        30.0
inv_1      4        15.0
a31oi_1    4        25.0
clkbuf_1   4        15.0
nor2b_1    4        25.0
nor2_1    10        37.5
nand2_1   10        37.5
o21ai_0    6        30.0
clkbuf_2   1        5.00
or3_1      2        12.5
mux2i_1    1        10.0
nand4b_4   1        23.8
nand3b_1   1        7.51
xor2_1     7        61.3
or3b_2     1        8.76
o31ai_1    6        45.0
nor4_2     1        12.5
and4_1     2        17.5
mux2_2     3        33.8
nor3_1     3        15.0
nor3b_1    2        15.0
o211ai_1   1        7.51
or4_1      6        45.0
nor4_1     3        18.8
or2_2      1        6.26
nor4_4     2        42.5
-- how the worst max path moves through the flow --
stage	startpoint	to	slack, ps	cells past startpoint
5_1_grt	counter_q[1]	card_insertion_o	910	7
6_report	card_detect_pin_level_i	card_insertion_o	1060	4
4_1_cts	card_detect_pin_level_i	card_insertion_o	1060	4
-- metal layers --
metal | GRT usage [%] | vias to the layer above
li1 | - | 512
met1 | 7.36 | 475
met2 | 7.07 | 20
met3 | 1.30 | 0
met4 | 0.0980 | 0
met5 | 0 | -
-- layout by cell type (no fill, tap or decap), types with 2 or more instances in the layout --
| cell type | count |
|---|---|
| a21oi_1 | 6 |
| a31oi_1 | 4 |
| and4_1 | 2 |
| clkbuf_8 | 4 |
| clkdlybuf4s50_1 | 6 |
| dfrtp_1 | 13 |
| dfstp_2 | 13 |
| ha_1 | 2 |
| inv_1 | 4 |
| mux2_2 | 3 |
| nand2_1 | 10 |
| nand2b_1 | 3 |
| nand3_1 | 7 |
| nand4_1 | 2 |
| nor2_1 | 10 |
| nor2b_1 | 4 |
| nor3_1 | 3 |
| nor3b_1 | 2 |
| nor4_1 | 3 |
| nor4_4 | 2 |
| o21ai_0 | 6 |
| o31ai_1 | 6 |
| or3_1 | 2 |
| or4_1 | 6 |
| xor2_1 | 7 |
-- cell families (layout without fill, tap and decap cells) --
family	after synthesis	in the layout	share of synthesized area [%]
simple gates	65	65	30.2
flops	26	26	47.5
compound gates	23	23	9.81
buf+inv	9	15	2.50
xor+xnor	8	8	5.00
mux	4	4	3.12
fa+ha+maj	2	2	1.78
-- worst reg2reg max path, cell delays in order, from the launching register on --
cell      delay, ps
dfrtp_1         380
ha_1            660
nand2b_1        280
nand2_1         250
or4_1           550
a21oi_1         150
-- layout make-up --
type	count	area share, %
clock buffers	4	3.39
inverters	4	0.924
multi-input cells	102	43.1
flip-flops and latches	26	41.0
well taps	96	7.39
repair buffers	7	4.16
Power and IR drop assume default switching activity.
